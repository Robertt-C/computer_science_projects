===== flow/config.mk =====
export PLATFORM = sky130hd
export DESIGN_NAME = many_frequencies_divider
export DESIGN_NICKNAME = many_frequencies_divider
export VERILOG_FILES = /design/flow/design.v
export SDC_FILE = /design/flow/constraint.sdc
export NUM_CORES = 4
export LEC_CHECK = 1
export CORE_UTILIZATION = 30

===== flow/constraint.sdc =====
current_design many_frequencies_divider

set clk_period 3.4
set clk_io_pct 0.2

create_clock -name clk0 -period $clk_period [get_ports {clock}]

set non_clock_inputs [all_inputs -no_clocks]
set_input_delay [expr $clk_period * $clk_io_pct] -clock clk0 $non_clock_inputs
set_output_delay [expr $clk_period * $clk_io_pct] -clock clk0 [all_outputs]

===== flow/design.v =====
module many_frequencies_divider(
	input clock, select1, select2,
	output reg filtered_clock,
	output reg [28:0] out
);
always @ (posedge clock)
	begin
	case({select1, select2})
	2'b00:
	if (out == 29'd25000000)		
		begin
			out <= 29'd0;
			filtered_clock <= 1;
		end
	else
		begin
			out <= out + 29'd1;
			filtered_clock <= 0;
		end
	2'b01:
	if (out == 29'd50000000)
		begin
			out <= 29'd0;
			filtered_clock <= 1;
		end
	else
		begin
			out <= out + 29'd1;
			filtered_clock <= 0;
		end
	2'b10:
	if (out == 29'd100000000)
		begin
			out <= 29'd0;
			filtered_clock <= 1;
		end
	else
		begin
			out <= out + 29'd1;
			filtered_clock <= 0;
		end
	2'b11:
	if (out == 29'd300000000)
		begin
			out <= 29'd0;
			filtered_clock <= 1;
		end
	else
		begin
			out <= out + 29'd1;
			filtered_clock <= 0;
		end
	endcase
	end
endmodule

===== flow/run.sh =====
#!/bin/bash
# OpenROAD 26Q1-2900-gdf79404cd8, Yosys 0.63+post, stock flow scripts
make -C /OpenROAD-flow-scripts/flow DESIGN_CONFIG=/design/flow/config.mk WORK_HOME=/design/flow/orfs finish

==> results.tsv <==
stage	metric	value	unit
clocking	cts.sinks	30	
logic_synthesis	synth.distinct_cells	34	
logic_synthesis	async_flop_share	0	
sta	finalCriticalPeriod	2.49	ns
logic_synthesis	top_cells_by_area	dfxtp_1 (38%), xnor2_1 (9.8%), nand3_1 (5.9%), nor2_1 (5.4%), xor2_1 (4.9%)	
routing	wl_per_cell	14.6	um
placed_design	hpwl	3.03	mm
clocking	cts_post_setup_buffers_inserted	0	
critical_path	rr_endpoint	out[20]$_DFF_P_	
die	die_w	75.1	um
routing	diodes	0	
die	die_height	75.1	um
critical_path	reg2regPathDepth	6	
routing	via_count	1424	
critical_path	cp_max_fo	13	
critical_path	cp_top_family	AND-OR/OR-AND gates	
critical_path	start_kind	primary input	
logic_synthesis	yosys.area.top_type	dfxtp_1	
logic_synthesis	synth_warnings	1	
sta	worst_slew_pin_slew	0.789	ns
clocking	htreeDepth	2	
routing	vias_per_cell	5.03	
run_status	status	finished clean	
critical_path	crit_type	primary input to flip-flop	
global_routing	overflow	0	
routing	wirelength	4.13	mm
clocking	cts.reportedPaths.clkPinSlew	0.06	ns
logic_synthesis	common_cells	dfxtp_1 (30), nor2_1 (23), nand3_1 (19)	
sta	rsz0062_at_grt	no	
die	fp-utilization	0.312	
logic_synthesis	yosys.area.top_type_share	0.375	
power_and_ir_drop	vdd_drop_max	0.165	mV
critical_path	critical_path.endpoint	out[20]$_DFF_P_	
sta	max_freq	402	MHz
critical_path	critPathMaxStageDelay	0.71	ns
global_routing	grt_max_degree	14	
logic_synthesis	ys_chip_area	0.00160	mm2
die	core	0.00514	mm2
clocking	clock_path_buffers	2	
clocking	cts_hold_buf	0	
power_and_ir_drop	leakagePower	0.756	nW
critical_path	crit_path_end_kind	flip-flop	
logic_synthesis	syn_area	0.00160	mm2
logic_synthesis	yosysSeqAreaShare	0.375	
logic_synthesis	yosysMostFrequentCell	dfxtp_1	
logic_synthesis	synth.avg_cell_area	9.05	um2
logic_synthesis	numSynthFlops	30	
clocking	cts_root_buf	clkbuf_8	
finish	postLayoutCellArea	0.00208	mm2
critical_path	cp-startpoint	select2	
placed_design	dpl-instance-area	0.00197	mm2
placed_design	port-buffer-count	32	
power_and_ir_drop	powerDensity	333	mW/mm2
critical_path	cp.required	3.54	ns
finish	syn_to_final_growth	29.9	%
routing	drtIter0Drc	56	
critical_path	cp_cell_sequence	clkdlybuf4s50_1 > nor4b_2 > nand3_1 > o22a_1 > o32ai_4 > nor2_1	
sta	finalMaxSlewViolations	0	
sta	clock_skew	0.00268	ns
min_path	hold_path_depth	1	
sta	slew_headroom	0.474	
critical_path	slowest_stage	o32ai_4	
critical_path	r2r_start	out[0]$_DFF_P_	
flow_run	warning_count	26	
sta	fin_tns_setup	0	ns
global_routing	antenna_found_initial	0	
critical_path	path_depth	6	
die	rows	26	
clocking	cts_tree	built	
critical_path	r2r_slack	1.09	ns
global_routing	first_global_vias	1342	
finish	drive_gt1_frac	0.131	
sta	fin_crit_sh	0.732	
clocking	ctsResizeCount	0	
global_routing	grt_usage	0.162	
die	ioPinCount	33	
clocking	cts_made_buffers	5	
critical_path	cp_num_buf_inv	1	
placed_design	gp_congestion	0.912	
min_path	hold_class	flip-flop to flip-flop	
clocking	clkLatencyLatePin	0.28	ns
sta	report.final.setup_viol	0	
routing	drc	0	
logic_synthesis	ff_type	dfxtp_1	
routing	first_pass_iters	4	
sta	fin_hold_ws	0.510	ns
sta	hold_violations	0	
global_routing	grt_pass1_wl	6.78	mm
logic_synthesis	edf_count	0	
critical_path	cp.arrival	2.63	ns
logic_synthesis	yosys_cells	177	
flow_run	maxCapViolations	0	
routing	ant_nets	0	
die	die_area	0.00563	mm2
logic_synthesis	syn_inst	177	
==> cell type report <==
type | count | area [um2]
Fill cell | 536 | 3060
Multi-Input combinational cell | 137 | 940
Sequential cell | 30 | 601
Timing Repair Buffer | 32 | 320
Clock buffer | 8 | 110
Tap cell | 70 | 87.6
Inverter | 6 | 22.5
==> flip-flops by register name, indices dropped and copies added, names as in the netlist <==
register / cells
out: 29
filtered_clock: 1
==> worst min path at each step <==
stage | start | end | slack (ns)
after CTS | out[0]$_DFF_P_ | out[0]$_DFF_P_ | 0.52
after global routing | out[0]$_DFF_P_ | out[0]$_DFF_P_ | 0.55
final | out[0]$_DFF_P_ | out[0]$_DFF_P_ | 0.51
==> where the power goes <==
part,total (mW),switching [mW],internal [mW]
Clock,0.339,0.135,0.204
Sequential,0.351,0,0.351
Combinational,0.00306,0.000798,0.00227
Total,0.693,0.135,0.558
==> routing by layer <==
layer  GRT usage  share of wire  vias to the layer above
li1            -              -                      695
met5           0              0                        -
met1       0.254           0.52                      684
met2       0.240           0.42                       37
met3      0.0326          0.043                        8
met4      0.0189          0.015                        0
==> worst reg2reg max path: cells and delay by family, from the launching register on <==
| kind | cells | cell delay [ns] |
|---|---|---|
| AOI/OAI and AO/OA | 1 | 0.71 |
| adders and majority gates | 1 | 0.13 |
| buffers and inverters | 1 | 0.08 |
| DFF | 1 | 0.37 |
| and+or+nand+nor | 3 | 0.88 |
==> cells by family (layout without fill, tap and decap cells) <==
| family | Yosys count | count (layout) | share of synthesized area |
|---|---|---|---|
| buffers and inverters | 10 | 46 | 0.0383 |
| adder cells (fa/ha/maj) | 2 | 2 | 0.0156 |
| AND-OR/OR-AND | 4 | 4 | 0.0359 |
| XOR/XNOR | 27 | 27 | 0.148 |
| flip-flops | 30 | 30 | 0.375 |
| AND/OR/NAND/NOR | 104 | 104 | 0.388 |
==> metrics by stage <==
stage | std cells | util | setup WS [ns] | total power, mW
detailed placement | 275 | 0.383 | 0.613 | 0.362
global placement | 275 | 0.383 | 0.701 | 0.362
floorplan | 177 | - | 1.51 | 0.360
finish | 283 | 0.405 | 0.910 | 0.693
global route | 283 | 0.405 | 0.766 | 0.720
CTS | 283 | 0.405 | 0.909 | 0.699
==> cells in the final DEF (no fill, tap or decap), drive strengths merged, types with 4 or more instances in the layout <==
master         netlist  final
nand3               19     19
and4                 6      6
nor4b                5      5
nand4                6      6
and3                 5      5
nor4                 5      5
xor2                 9      9
clkdlybuf4s50        0     32
clkbuf               2      8
nand2               12     12
xnor2               18     18
nor3                 4      4
dfxtp               30     30
inv                  6      6
nor2                34     34
No activity file was given, so power comes from the tool's default toggle rates.
