[flow/config.mk]
export PLATFORM = sky130hd
export DESIGN_NAME = counter_4b
export DESIGN_NICKNAME = counter_4b
export VERILOG_FILES = /design/flow/design.v
export SDC_FILE = /design/flow/constraint.sdc
export NUM_CORES = 4
export LEC_CHECK = 1
export CORE_AREA = 10 10 70 70
export DIE_AREA = 0 0 80 80
[flow/constraint.sdc]
current_design counter_4b

set clk_period 1.5
set clk_io_pct 0.2

create_clock -name clk0 -period $clk_period [get_ports {clock}]

set non_clock_inputs [all_inputs -no_clocks]
set_input_delay [expr $clk_period * $clk_io_pct] -clock clk0 $non_clock_inputs
set_output_delay [expr $clk_period * $clk_io_pct] -clock clk0 [all_outputs]
[flow/design.v]
module counter_4b(
	input clock, reset,
	output reg [3:0] Q
);
always @ (negedge clock or posedge reset)
	begin
		if (reset == 1)
			begin
				Q <= 4'b0000;
			end
		else if (Q == 4'b1001)
			begin
				Q <= 4'b0000;
			end
		else
			Q <= Q + 4'b0001;
	end
endmodule
[flow/run.sh]
#!/bin/bash
# OpenROAD 26Q1-2900-gdf79404cd8, Yosys 0.63+post, stock flow scripts
make -C /OpenROAD-flow-scripts/flow DESIGN_CONFIG=/design/flow/config.mk WORK_HOME=/design/flow/orfs finish
==> run notes <==
Main metrics from the flow reports.

The total power came out at ~0.25 mW. Listed in order, past its start point the critical path passes buf_2. The footprint of the flip-flops and latches is 100.1 µm².

In this run the layout overhead on the synthesized area is reported as 91.85%. The effective utilization at floorplan came out at under 10%. Across all layers, the routed design uses 162 vias.

After global routing, the most crowded layer is met1. The synthesized instance count is 16. The die is 80 µm tall. The longest clock path from root to sink contains 2 buffers. The least setup slack across all paths after layout came out at -0.3159 ns. The number of buffers inserted by port buffering is 5. The mean number of vias per cell came out at 2.132. Leaving out buffers and inverters, the combinational logic in the layout accounts for 53.80 µm².

For reference, the top cells by count after synthesis are 4 x sky130_fd_sc_hd__dfrtn_1, 4 x sky130_fd_sc_hd__inv_1, 2 x sky130_fd_sc_hd__o21ai_1. The cell count after placement is 71. Max fanout on the critical path was recorded as 2. The source of the worst hold timing path is Q[0]. The run finished, with violations left. The all-layer global routing usage came out at 1.695%. The violation count after the first detailed-routing iteration is 1.

The pre-antenna-repair detailed-routing pass consisted of 4 iterations. The share of final-layout standard cells stronger than drive strength 1 is 43.33%. In this run the critical register-to-register path is captured at Q[3]. According to the floorplan report, the placeable core area is approximately 3400 µm². Grouping stages by cell kind, the critical path spends the most delay in flip-flops. The via count of the first global-routing pass is around 160. The kind of start point of the critical path is a flip-flop. The post-route clock skew is 0.001440 ns. The critical path's slowest stage uses the library cell sky130_fd_sc_hd__dfrtn_1. Setup repair after global routing could not meet its margin everywhere. The CTS log lists the clock sinks for this run as 4. The dominant register cell in the synthesized netlist is sky130_fd_sc_hd__dfrtn_1. The CTS tree is done. The first-pass GRT wire length is 786 µm.

After detailed routing, the number of remaining DRC violations is 0. The number of instances on the worst hold path came out at 2. The die extent in x came out at 80 µm. The critical path buffer and inverter count is 1.

Per the GRT congestion report, total overflow comes to 0. The data arrival time of the critical path came out at 1.52 ns. Of all flip-flops after synthesis, the portion carrying an async set or reset was 100.0%. Per STA, the highest per-stage delay on the worst path measures roughly 0.41 ns. The average cell area after synthesis is 10.56 µm². In this run the maximum-capacitance check reported violations numbering 0.

STA classifies the critical path endpoint as an output port. Sequential elements use 59.26% of the synthesized area. The CTS clock-pin slew for the worst setup and hold paths came out at 0.03 ns. By area the synthesized netlist is led by sky130_fd_sc_hd__dfrtn_1 59%, sky130_fd_sc_hd__inv_1 8.9%, sky130_fd_sc_hd__mux2i_1 5.9%, sky130_fd_sc_hd__o21ai_1 5.9%, sky130_fd_sc_hd__a22o_1 5.2%. The area figure in the yosys stat output came out at 168.9 µm². The largest registers in the layout are Q: 4 flops. The floorplan step defined a die boundary enclosing 6400 µm². The met1 global-route usage is 2.544%. The weighted congestion at the end of routability-driven global placement came out at 0.6556.

The largest register by flop count is Q. The count of endpoints failing setup in the final report came out at 4. The total CTS buffers is 3.

The clock root buffer is sky130_fd_sc_hd__clkbuf_4. The number of top-level pins came out at 6. The synthesis report lists the Yosys warning total as 1. The yosys cell count came out at 16.

The number of standard cells in the layout, taps in and fillers out is 76. The hold violation total from the final report is 0. By startpoint and endpoint, the worst setup path is classified as flip-flop to output port. The worst path required time came out at 1.20 ns. The count of flip-flops with a built-in enable after synthesis is 0. In this run the biggest area consumer among cell types represents 59.26% of the synthesized area.

The flip-flop and latch count after synthesis came out at 4. The post-synthesis cell type count is 9. The synthesized netlist occupies a cell area of 168.9 µm². The number of inserted diodes is 0. The global routing met3 resource utilization came out at 1.705%. The clock reaches the later pin of the worst-skew pair after approximately 0.25 ns. sky130_fd_sc_hd__dfrtn_1 takes more of the synthesized area than any other cell.

Nets still carrying antenna violations after routing amount to 0. Summing over the stages, the warning tally comes to 27. The critical path starts at Q[1]. The checks that failed: negative setup slack. The largest vdd supply drop is 0.0002462 V. According to the hold report, the worst path is of the flip-flop to flip-flop type. The met2 routing resource usage after global routing came out at 1.525%. The post-layout utilization of the core is 9.487%.

The number of antenna violations at the first check in global routing came out at 0. In this run the critical register-to-register path is launched from Q[3]. The layout has approximately 400 filler cells. The number of buffers inserted by hold repair at cts came out at 0. Detailed placement finished with a half-perimeter wire length of 376.4 µm. Per the detail_route report, routed wire per instance is 6.711 µm. The worst hold path terminates at Q[0]. The largest net degree at the start of global routing came out at 7.

The leakage power figure is approximately 0.15 nW. The number of cell rows came out at 21. The number of cells traversed by the worst register-to-register path is 5. The slew at the pin with the worst max-slew slack is 0.1682 ns.

The power density normalized to cell area came out at 784.8 nW/µm². The count of final max-slew check failures came out at 0. The flip-flop count of the largest register after layout came out at 4.

The total number of H-tree levels is 1. The reg-to-reg setup timing slack came out at 0.39 ns. The aggregate routed wire length came out at 510 µm.

The headroom to the max-slew limit came out at approximately 90%.
[area by class of cell]
class / instances / area share, %
clock buffer: 3 / 6.950
inverter: 4 / 4.633
multi-input combinational: 8 / 16.60
sequential: 4 / 30.89
tap: 46 / 17.76
timing repair buffer: 11 / 23.17
[kinds of logic after synthesis]
kind of cell / count (synthesis) / share of synthesized area, %
flip-flops: 4 / 59.26
AND-OR/OR-AND: 4 / 14.07
XOR/XNOR: 1 / 5.186
AND/OR/NAND/NOR: 2 / 6.666
buffers and inverters: 4 / 8.886
multiplexers: 1 / 5.926
[timing repair]
| item | in CTS | in global routing |
|---|---|---|
| hold endpoints to repair | 0 | 0 |
| resized | 13 | 0 |
| setup buffers | 2 | 0 |
| setup endpoints to repair | 4 | 4 |
[metrics by stage]
stage | worst slack [ns] | TNS, ns | hold slack (ns) | area, µm²
CTS | -0.3292 | -1.265 | 0.4644 | 324.1
global route | -0.3694 | -1.380 | 0.4803 | 324.1
floorplan | 0.01525 | 0 | 0.3452 | 168.9
finish | -0.3159 | -1.219 | 0.4622 | 324.1
detailed placement | -0.4442 | -1.732 | 0.4580 | 306.5
global placement | -0.4330 | -1.704 | 0.4502 | 306.5
[report_power, final]
part | internal (mW) | switching (mW) | leakage (nW) | total (mW)
combinational | 0.00244 | 0.00246 | 0.0849 | 0.00490
sequential | 0.109 | 0 | 0.0513 | 0.109
clock | 0.0899 | 0.0505 | 0.0138 | 0.140
total | 0.201 | 0.0529 | 0.150 | 0.254
[worst max path at each step]
stage	endpoint	slack, ns	depth (start not counted)
6_report	Q[1]	-0.32	1
4_1_cts	Q[1]	-0.33	1
5_1_grt	Q[2]	-0.37	1
[worst register-to-register path: stages, from the launching register on]
cell                       delay, ns
sky130_fd_sc_hd__dfrtn_1        0.39
sky130_fd_sc_hd__buf_4          0.10
sky130_fd_sc_hd__buf_4          0.10
sky130_fd_sc_hd__nand3b_1       0.09
sky130_fd_sc_hd__o21ai_1        0.06
sky130_fd_sc_hd__a22o_1         0.22
[cell usage in the layout (no fill, tap or decap)]
cell,count
sky130_fd_sc_hd__a22o_1,1
sky130_fd_sc_hd__buf_2,4
sky130_fd_sc_hd__buf_4,6
sky130_fd_sc_hd__clkbuf_4,3
sky130_fd_sc_hd__clkdlybuf4s50_1,1
sky130_fd_sc_hd__dfrtn_1,4
sky130_fd_sc_hd__inv_1,4
sky130_fd_sc_hd__mux2i_1,1
sky130_fd_sc_hd__nand2_1,1
sky130_fd_sc_hd__nand3b_1,1
sky130_fd_sc_hd__o21ai_0,1
sky130_fd_sc_hd__o21ai_1,2
sky130_fd_sc_hd__xnor2_1,1
[per-layer routing]
layer	up-vias	part of all wire [%]
met2	10	26
met1	73	61
met4	0	0
met5	-	0
met3	0	13
li1	79	-
No activity file was given, so power comes from the tool's default toggle rates.
