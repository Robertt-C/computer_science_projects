$ cat run.sh
#!/bin/bash
# OpenROAD 26Q1-2900-gdf79404cd8, Yosys 0.63+post, stock flow scripts
make -C /OpenROAD-flow-scripts/flow DESIGN_CONFIG=/design/flow/config.mk WORK_HOME=/design/flow/orfs finish
$ cat config.mk
export PLATFORM = sky130hd
export DESIGN_NAME = frequency_divider
export DESIGN_NICKNAME = frequency_divider
export VERILOG_FILES = /design/flow/design.v
export SDC_FILE = /design/flow/constraint.sdc
export NUM_CORES = 4
export LEC_CHECK = 1
export CORE_AREA = 10 10 112 112
export DIE_AREA = 0 0 122 122
$ cat constraint.sdc
current_design frequency_divider

set clk_period 3.9
set clk_io_pct 0.2

create_clock -name clk0 -period $clk_period [get_ports {clock}]

set non_clock_inputs [all_inputs -no_clocks]
set_input_delay [expr $clk_period * $clk_io_pct] -clock clk0 $non_clock_inputs
set_output_delay [expr $clk_period * $clk_io_pct] -clock clk0 [all_outputs]
$ cat design.v
module frequency_divider(
	input clock,
	output reg filtered_clock,
	output reg [25:0] out
);
always @ (posedge clock)
	if (out == 26'd50000000)
		begin
			out <= 26'd0;
			filtered_clock <= 1;
		end
	else
		begin
			out <= out + 26'd1;
			filtered_clock <= 0;
		end
endmodule
==> results.py <==
# Flow results
metrics = {
    "status": {
        "status": "complete, no violations",
    },
    "setup_path": {
        "r2r_start": "out[0]",
        "critPathMaxStageDelay_ns": 0.54,
        "worstSetupStartpointType": "register",
        "criticalPathCategory": "register to output port",
        "required_ns": 3.12,
        "rrSetupSlack_ns": 1.92,
        "arrival_ns": 1.34,
        "crit_chain": "clkdlybuf4s50_1",
        "cp_slowest_cell": "clkdlybuf4s50_1",
        "critPathBufInv": 1,
        "r2r_end": "out[17]",
        "path_max_fanout": 8,
        "crit_family": "buffers and inverters",
        "reg2reg_depth": 7,
        "endpoint_kind": "output port",
    },
    "clock_network": {
        "post-cts-setup-buffer-count": 0,
        "path_clk_slew_ns": 0.10,
        "clk_latency_ns": 0.27,
        "cts_max_level": 1,
        "cts_tree": "built",
        "cts-hold-fix-buffers": 0,
        "ctsResizeCount": 0,
        "cts_root_buf": "clkbuf_8",
        "max-clock-path-buffers": 2,
        "cts-buffers-inserted": 3,
        "cts.sinks": 27,
    },
    "final_timing": {
        "hold_violations": 0,
        "max-slew-margin-rel": 0.5046,
        "finalClockSkew_ns": 0.006912,
        "fin_setup_tns_ns": 0,
        "setup_violations": 0,
        "rsz0062_at_grt": "false",
        "period_used_share": 0.5442,
        "fin_crit_ns": 2.122,
        "worstMarginPinSlew_ns": 0.7376,
        "fmax_ghz": 0.4712,
        "slew_viol_final": 0,
    },
    "yosys": {
        "yosysTopAreaCell": "dfxtp_1",
        "synth_top_area_share": 0.4324,
        "yosysWarnings": 1,
        "yosysCellCount": 129,
        "synth_cells": 129,
        "ys_async_sr_fraction": 0,
        "ys_area_um2": 1250,
        "avgSynthCellArea_um2": 9.690,
        "ys_ff": 27,
        "ys_types": 31,
        "ys_seq_frac": 0.4324,
        "common_cells": "dfxtp_1 (27), nor2_1 (14), nand2_1 (10), xnor2_1 (10)",
        "top_cells_by_area": "dfxtp_1 (43%), xnor2_1 (7.0%), xor2_1 (6.3%)",
        "edf_count": 0,
        "flop_cell": "dfxtp_1",
        "most_common_cell": "dfxtp_1",
        "synth_area_um2": 1250,
    },
    "cells_and_area": {
        "layout-drive-gt1-share": 0.1139,
        "syn2layout_area_growth_pct": 37.64,
        "fillCellCount": 1117,
        "fin_cells": 294,
    },
    "die": {
        "die_w_um": 122,
        "fp.dieH_um": 122,
        "die_area_um2": 14880,
        "design.core.area_um2": 10230,
        "fp_util": 0.1222,
        "io_pins": 28,
        "rows": 37,
    },
    "place": {
        "placedCellCount": 290,
        "dpl.hpwl_um": 2608,
        "gp_congestion": 0.8397,
        "io_buffers": 27,
    },
    "drt": {
        "viasPerCell": 3.469,
        "dr.pass1.iters": 4,
        "drtAntennaViolNets": 0,
        "post_drt_wl_per_cell_um": 11.32,
        "first_iter_violations": 62,
        "drc": 0,
        "antennaDiodeCount": 0,
        "vias": 1020,
        "drt-total-wl_um": 3327,
    },
    "power_and_ir_drop": {
        "vdd_drop_max_uv": 162.2,
        "leakagePower_nw": 0.5532,
        "cellPowerDensity_nw_per_um2": 254.5,
    },
    "global_routing": {
        "grt.total_usage": 0.04542,
        "grt_overflow": 0,
        "grt_first_pass_wirelength_um": 5354,
        "antenna_found_initial": 0,
        "grt_max_degree": 17,
        "grt_pass1_vias": 944,
    },
    "flow_run": {
        "log.warning_count": 26,
        "cap_violations": 0,
    },
    "min_path": {
        "min_path_cells": 1,
        "hold_path.class": "register to register",
        "hp-start": "out[21]",
        "min_to": "out[21]",
    },
}
per-stage QoR:
stage / power, mW / util / hold slack, ns / cell area [um^2] / setup WS [ns]
floorplan: 0.2819 / - / 0.4321 / 1250 / 2.365
global placement: 0.2819 / 0.1634 / 0.5040 / 1672 / 1.973
detailed placement: 0.2819 / 0.1634 / 0.4979 / 1672 / 1.951
CTS: 0.4463 / 0.1682 / 0.5225 / 1720 / 1.757
global route: 0.4548 / 0.1682 / 0.5406 / 1720 / 1.624
finish: 0.4378 / 0.1682 / 0.5189 / 1720 / 1.778
layer usage:
metal,up-vias,routed length [um],GRT usage
li1,508,-,-
met1,480,1647,0.06621
met2,30,1267,0.05888
met3,2,395,0.02629
met4,0,16,0.002235
met5,-,0,0
power by group:
part           switching, mW   total (mW)  internal, mW
registers                  0        0.275         0.275
logic                      0  0.000000314             0
clock network         0.0898        0.162        0.0725
registers in the layout, summed over array words and instances, names as in the netlist:
name,flops
filtered_clock,1
out,26
cell families after synthesis:
| group | count (synthesis) | synth area share |
|---|---|---|
| simple gates | 67 | 0.3474 |
| flops | 27 | 0.4324 |
| xor+xnor | 19 | 0.1331 |
| compound gates | 6 | 0.02402 |
| buf+inv | 6 | 0.02703 |
| mux | 2 | 0.01602 |
| fa+ha+maj | 2 | 0.02002 |
cell usage in the layout (no fill, tap or decap), drive strengths merged:
cell type,count
nand4,10
clkinvlp,1
and2,1
nand2,10
nor2b,1
dfxtp,27
or3,2
nor4,4
and4,2
xor2,9
and3,6
nand3,10
nor3,2
inv,4
a21oi,1
nor4b,1
nand3b,2
clkdlybuf4s50,27
ha,2
clkbuf,3
xnor2,10
mux2i,2
o21ai,5
nor2,15
and3b,1
worst max path at each step:
stage	from	end	slack, ns	cells after the start
after CTS	out[18]	out[18]	1.76	1
after global routing	out[0]	out[17]	1.62	7
final	out[18]	out[18]	1.78	1
cell type report:
| cell class | instances | area (um^2) | area share |
|---|---|---|---|
| clock buffer | 3 | 41.29 | 0.02400 |
| tap | 136 | 170.2 | 0.09891 |
| clock inverter | 1 | 7.507 | 0.004364 |
| timing repair buffer | 27 | 270.3 | 0.1571 |
| sequential | 27 | 540.5 | 0.3142 |
| multi-input combinational | 96 | 675.6 | 0.3927 |
| inverter | 4 | 15.01 | 0.008727 |
No activity file was given, so power comes from the tool's default toggle rates.
